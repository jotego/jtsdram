<file path="config.mk">
export PLATFORM = sky130hd
export DESIGN_NAME = jtsdram_bank
export DESIGN_NICKNAME = jtsdram_bank
export VERILOG_FILES = /design/flow/design.v
export SDC_FILE = /design/flow/constraint.sdc
export NUM_CORES = 4
export LEC_CHECK = 1
export CORE_UTILIZATION = 40
</file>
<file path="constraint.sdc">
current_design jtsdram_bank

set clk_period 4.9
set clk_io_pct 0.2

create_clock -name clk0 -period $clk_period [get_ports {clk}]

set non_clock_inputs [all_inputs -no_clocks]
set_input_delay [expr $clk_period * $clk_io_pct] -clock clk0 $non_clock_inputs
set_output_delay [expr $clk_period * $clk_io_pct] -clock clk0 [all_outputs]
</file>
<file path="design.v">
module jtsdram_bank(
    input             rst,
    input             clk,
    input             LVBL,
    output reg [21:0] addr,
    output reg        rd,
    output reg        wr,
    input             ack,
    input             rdy,
    input             we,
    input      [15:0] data_ref,
    input             start,
    input             slow,
    input      [31:0] data_read,
    output reg        bad,
    output reg        done
);
reg         dly_rd, wrtng;
reg  [ 3:0] slow_cnt;
wire [15:0] lfsr;
wire        slow_done;
assign slow_done = &slow_cnt;
jtsdram_rnd u_rnd(
    .rst    ( rst       ),
    .clk    ( clk       ),
    .adv    ( 1'b1      ),
    .lfsr   ( lfsr      )
);
always @(posedge clk, posedge rst) begin
    if( rst ) begin
        addr     <= 22'd0;
        bad      <= 0;
        done     <= 0;
        dly_rd   <= 0;
        rd       <= 0;
        wr       <= 0;
        slow_cnt <= 4'd0;
    end else begin
        if(!slow_done) slow_cnt<=slow_cnt+1'd1;
        if(start) begin
            addr <= 22'd0;
            rd   <= 1;
            done <= 0;
        end else if(!done) begin
            if( dly_rd && ( !slow ? LVBL : slow_done) ) begin
                dly_rd <= 0;
                if( !we || lfsr[0] ) begin
                    rd    <= 1;
                    wrtng <= 0;
                end else begin
                    wr    <= 1;
                    wrtng <= 1;
                end
            end
            if( ack ) begin
                rd <= 0;
            end
            else if( rdy ) begin
                if( &addr )
                    done <= 1;
                else begin
                    if( LVBL && !slow ) begin
                        if( !we || lfsr[0] ) begin
                            rd <= 1;
                            wrtng <= 0;
                        end else begin
                            wr    <= 1;
                            wrtng <= 1;
                        end
                        dly_rd <= 0;
                    end else begin
                        dly_rd <= 1;
                        slow_cnt <= lfsr[3:0];
                    end
                end
                addr <= addr + 1'd1;
                if( data_read[15:0] != data_ref && !wrtng ) bad <= 1;
            end
        end
    end
end
endmodule
module jtsdram_rnd(
    input             rst,
    input             clk,
    input             adv,
    output reg [15:0] lfsr
);
parameter [15:0] INITVAL=16'hcafe;
wire       lfsr_fb = ^{ lfsr[15:14], lfsr[12], lfsr[9], lfsr[7], lfsr[4], lfsr[2], lfsr[0] };
always @(posedge clk, posedge rst) begin
    if( rst )
        lfsr <= INITVAL;
    else begin
        if( adv )
            lfsr <= { lfsr_fb, lfsr[15:1] };
    end
end
endmodule
</file>
<file path="run.sh">
#!/bin/bash
# OpenROAD 26Q1-2900-gdf79404cd8, Yosys 0.63+post, stock flow scripts
make -C /OpenROAD-flow-scripts/flow DESIGN_CONFIG=/design/flow/config.mk WORK_HOME=/design/flow/orfs finish
</file>
==> summary.rpt <==
==== FLOW RESULTS ====
----------------------------------------------------
[Routing]
  Number of antenna diodes ........................ 0
  DRC errors left ........................ 0
  Routed vias/inst ........................ 4.826
  Post-detailed-route count of antenna-violating nets ........................ 0
  Total iterations of the first detailed-routing run ........................ 4
  Violation count after the first detailed-routing iteration ........................ 75
  Total wire length after detailed routing ........................ 4570 µm
  Average detailed-routed wire length per instance ........................ 13.02 µm
  Via count ........................ 1694

[Yosys]
  Number of enable-type register cells in the synthesized netlist ........................ 1
  Number of standard cells reported by yosys ........................ 211
  Avg Cell Area, Syn ........................ 10.93 µm²
  Synth Seq Share ........................ 52.90%
  Number of standard cells after synthesis ........................ 211
  Prevailing post-synth register cell ........................ sky130_fd_sc_hd__dfrtp_1
  Total cell area reported by yosys after synthesis ........................ 0.002306 mm²
  Count of unique library cells instantiated by Yosys ........................ 35
  Count of yosys warnings during synthesis ........................ 2
  Share of flip-flops with an asynchronous set or reset after synthesis ........................ 97.92%
  Mapped cell area ........................ 0.002306 mm²
  Flops after synth ........................ 48

[Hold path]
  Hold crit path type ........................ register to register
  Cell count of the worst hold path ........................ 0
  End of the worst hold path ........................ u_rnd.lfsr[9]$_DFF_PP1_
  Hold_sp ........................ u_rnd.lfsr[10]$_DFF_PP0_

[Final timing]
  Final worst path period need ........................ 2.541 ns
  Final sum of negative setup slack ........................ 0 ns
  Total count of hold-check failures in the final report ........................ 0
  Number of setup violations in the final report ........................ 0
  FMAX ........................ 393.6 MHz
  Max Clock Skew ........................ 0.008510 ns
  Slew at the pin closest to its max-slew limit ........................ 0.5725 ns
  Final slew viol count ........................ 0
  RSZ-0062 raised after global routing ........................ no
  Portion of the clock cycle consumed by the worst path in the final layout ........................ 51.85%
  Worst slew margin ........................ 61.55%

[Pwr]
  Leak Pwr ........................ 0.001285 µW
  PwrDens ........................ 292.5 mW/mm²
  Power consumption ........................ 927.1 µW
  Max rail drop VDD ........................ 0.1722 mV

[Worst setup path]
  Maximum net fanout on the critical path ........................ 8
  Worst flop-to-flop path endpoint ........................ slow_cnt[2]$_DFF_PP0_
  Crit path capture type ........................ register
  Worst-case reg-to-reg path depth ........................ 5
  Startpoint type of the worst setup path ........................ primary input
  Signal arrival time at the worst endpoint ........................ 2.72 ns
  Req. time, crit path ........................ 5.08 ns
  Worst setup path category ........................ primary input to register
  Startpoint of the most critical register-to-register path ........................ addr[6]$_DFFE_PP0P_
  FF-to-FF setup slack ........................ 2.99 ns

[Clocking]
  CTS tree ........................ yes
  Htree depth ........................ 2
  Resize count post-CTS ........................ 0
  Clock input transition at the sequential cells of the worst setup and hold paths ........................ 0.08 ns
  Clk Latency, worst-skew pair ........................ 0.30 ns
  Clock root cell ........................ sky130_fd_sc_hd__clkbuf_8
  Clock buffers created by TritonCTS ........................ 5
  # Post-CTS Setup Buffers ........................ 0
  Number of hold buffers added after CTS ........................ 0
  Clock Tree Buf Depth ........................ 2
  TritonCTS Sinks ........................ 48

[GRT]
  Pin count of the biggest net entering global routing ........................ 41
  Number of global-route vias before repair ........................ 1719
  GRT Resource Usage Total ........................ 16.65%
  Wire length of the first global-routing pass ........................ 7838 µm
  Initial antenna violation count ........................ 0
  Global route total overflow ........................ 0

[Floorplanning]
  Site row count ........................ 27
  Die height ........................ 77.93 µm
  Core ar. ........................ 0.005540 mm²
  Total I/O pin count ........................ 82
  Initial standard-cell utilization of the core ........................ 41.62%
  Die extent in x ........................ 77.93 µm
  Die outline area ........................ 0.006072 mm²

[Layout]
  Area delta synth->final ........................ 37.44%
  Area occupied by registers ........................ 0.001220 mm²
  Number of fill cells ........................ 488
  Share of layout cells above drive strength 1 ........................ 13.26%
  Area used by multi-input combinational logic ........................ 0.001045 mm²

[Outcome]
  Outcome ........................ completed

[Place]
  Count of input and output buffers ........................ 65
  Estimated wirelength of the detail-placed design ........................ 3226 µm
  Final GP Congestion ........................ 0.7592

[Flow run]
  Max capacitance violation total ........................ 0
  Tool warnings ........................ 41

----------------------------------------------------
-- sequential cells by signal, indices dropped and copies added (netlist names) --
signal,count
rd,1
wrtng,1
slow_cnt,4
wr,1
addr,22
dly_rd,1
bad,1
done,1
u_rnd.lfsr,16
-- cells in the mapped netlist (all sizes together) (2+ instances only) --
master  count  area (µm²)
a21oi       5       25.02
a31o        3       26.28
and3        5       36.28
and4        2       20.02
buf         3       15.01
clkbuf      4       15.01
dfrtp      36       900.9
dfstp      11       289.0
ha          2       25.02
inv         3       11.26
mux2        6       67.56
nand2      13       48.80
nand2b      2       12.51
nand3      10       50.05
nand4       8       50.05
nand4b      2       17.52
nor2       28       105.1
nor2b       3       18.77
nor3        5       41.29
nor4        6       52.55
o21ai       4       23.77
xnor2      11       96.34
xor2       33       289.0
-- layer usage --
metal | vias up | track usage, % | routed length [µm]
met4 | 0 | 1.852 | 57
li1 | 851 | - | -
met3 | 6 | 3.584 | 338
met2 | 50 | 25.40 | 1917
met5 | - | 0 | 0
met1 | 787 | 26.52 | 2257
-- final cells by class --
cell class	instances	share of cell area [%]
flip-flops and latches	48	38.49
multi-input cells	153	32.96
repair buffers	67	21.00
well taps	72	2.842
clock buffers	5	2.171
clock inverters	3	2.171
inverters	3	0.3553
-- worst max-delay path, cell delays in order --
cell	delay [ns]
sky130_fd_sc_hd__clkdlybuf4s50_1	0.44
sky130_fd_sc_hd__nand2b_1	0.31
sky130_fd_sc_hd__nor4_4	0.57
sky130_fd_sc_hd__nand4_1	0.19
sky130_fd_sc_hd__xor2_1	0.17
sky130_fd_sc_hd__nor2_1	0.06
-- per-stage QoR --
step | util (%) | setup slack [ns] | area, µm² | std cells | hold slack (ns)
2_1_floorplan | - | 2.737 | 2306 | 211 | 0.3312
3_5_place_dp | 54.72 | 2.054 | 3032 | 343 | 0.3367
5_1_grt | 57.20 | 2.211 | 3169 | 351 | 0.3691
3_3_place_gp | 54.72 | 2.034 | 3032 | 343 | 0.3339
6_report | 57.20 | 2.359 | 3169 | 351 | 0.3570
4_1_cts | 57.20 | 2.362 | 3169 | 351 | 0.3592
-- worst max-delay path by stage --
stage,from,to,slack (ns)
final,ack,addr[16]$_DFFE_PP0P_,2.36
after global routing,ack,addr[16]$_DFFE_PP0P_,2.21
after CTS,ack,addr[16]$_DFFE_PP0P_,2.36
-- kinds of logic after synthesis --
family / count (synthesis) / share of synthesized area [%]
simple gates: 86 / 20.19
flops: 48 / 52.90
xor+xnor: 44 / 16.71
compound gates: 15 / 4.395
buf+inv: 10 / 1.790
mux: 6 / 2.930
fa+ha+maj: 2 / 1.085
-- cells in the final DEF, fill, tap and decap left out, types with 2 or more instances in the layout --
cell type                         instances
sky130_fd_sc_hd__clkdlybuf4s50_1         65
sky130_fd_sc_hd__dfrtp_1                 36
sky130_fd_sc_hd__xor2_1                  33
sky130_fd_sc_hd__nor2_1                  28
sky130_fd_sc_hd__nand2_1                 13
sky130_fd_sc_hd__xnor2_1                 11
sky130_fd_sc_hd__dfstp_2                 11
sky130_fd_sc_hd__nand3_1                 10
sky130_fd_sc_hd__nand4_1                  8
sky130_fd_sc_hd__mux2_2                   6
sky130_fd_sc_hd__a21oi_1                  5
sky130_fd_sc_hd__nor4_1                   5
sky130_fd_sc_hd__clkbuf_8                 5
sky130_fd_sc_hd__and3_1                   4
sky130_fd_sc_hd__nor2b_1                  3
sky130_fd_sc_hd__o21ai_0                  3
sky130_fd_sc_hd__a31o_2                   3
sky130_fd_sc_hd__nor3_1                   3
sky130_fd_sc_hd__nand2b_1                 2
sky130_fd_sc_hd__inv_1                    2
sky130_fd_sc_hd__nand4b_1                 2
sky130_fd_sc_hd__ha_1                     2
sky130_fd_sc_hd__bufinv_16                2
sky130_fd_sc_hd__buf_4                    2
-- report_power, final --
group	leakage (µW)	switching (µW)	internal, µW
sequential	0.000602	18.9	422
combinational	0.000615	56.3	90.4
clock	0.0000687	134	205
Power and IR drop assume default switching activity.
