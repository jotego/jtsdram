<file path="./constraint.sdc">
current_design jtsdram_shuffle

set clk_period 5.1
set clk_io_pct 0.2

create_clock -name clk0 -period $clk_period [get_ports {clk}]

set non_clock_inputs [all_inputs -no_clocks]
set_input_delay [expr $clk_period * $clk_io_pct] -clock clk0 $non_clock_inputs
set_output_delay [expr $clk_period * $clk_io_pct] -clock clk0 [all_outputs]
</file>
<file path="./run.sh">
#!/bin/bash
# OpenROAD 26Q1-2900-gdf79404cd8, Yosys 0.63+post, stock flow scripts
make -C /OpenROAD-flow-scripts/flow DESIGN_CONFIG=/design/flow/config.mk WORK_HOME=/design/flow/orfs finish
</file>
<file path="./config.mk">
export PLATFORM = sky130hd
export DESIGN_NAME = jtsdram_shuffle
export DESIGN_NICKNAME = jtsdram_shuffle
export VERILOG_FILES = /design/flow/design.v
export SDC_FILE = /design/flow/constraint.sdc
export NUM_CORES = 4
export LEC_CHECK = 1
export CORE_UTILIZATION = 40
</file>
<file path="./design.v">
module jtsdram_shuffle(
    input             rst,
    input             clk,
    input      [ 4:0] key,
    input      [21:0] addr_in,
    input      [21:0] prog_addr,
    input             prog_en,
    output reg [21:0] addr_out,
    input      [15:0] ref_in,
    output reg [15:0] ref_out
);
reg  [21:0] addr_shf;
wire [ 3:0] addr_eff = prog_en ? prog_addr[3:0] : addr_shf[3:0];
function [3:0] swap;
    input [3:0] a;
    swap = { a[2], a[0], a[3], a[1] };
endfunction
always @(*) begin
    addr_shf = addr_in;
    if( key[0] )
        addr_shf = { addr_shf[11:0], addr_shf[12], addr_shf[21:13] };
    if( key[1] )
        addr_shf = { addr_shf[21:12], swap(addr_shf[11:8]), swap(addr_shf[7:4]), swap(addr_shf[3:0]) };
    if( key[2] )
        addr_shf = { addr_shf[20],addr_shf[21], swap(addr_shf[19:16]), swap(addr_shf[15:12]), addr_shf[11:0] };
    if( key[3])
        addr_shf = addr_shf ^ 22'h15_5555;
    if( key[4])
        addr_shf = addr_shf ^ 22'h2a_aaaa;
end
always @(posedge clk) begin
    addr_out <= addr_shf;
end
always @(*) begin
    ref_out = ref_in;
    if( key[0] ^ addr_eff[0] )
        ref_out = { ref_out[7:0], ref_out[15:8] };
    if( key[1] ^ addr_eff[1] )
        ref_out = { ref_out[15:8], swap(ref_out[7:4]), swap(ref_out[3:0]) };
    if( key[2] ^ addr_eff[2] )
        ref_out = { swap(ref_out[15:12]), swap(ref_out[11:8]), ref_out[7:0] };
    if( key[3] ^ addr_eff[3] )
        ref_out = ref_out ^ 16'h5555;
    if( key[4])
        ref_out = ref_out ^ 16'haaaa;
end
endmodule
</file>
==> run_results.csv <==
group,metric,value,unit
setup_path,cp-end-kind,"output pin",
global_route,grt_max_degree,20,
routing,vias,1448,
routing,viasPerCell,5.19,
yosys,ys_cells,141,
power,irDropWorstVdd,0.000163,V
layout,drive_gt1_frac,0.176,
sta,finalHoldViolations,0,
power,p_leak,1.14,nW
yosys,yosysTopAreaCellShare,0.252,
routing,drc,0,
clocking,cts_max_path_buffers,2,
sta,fin_setup_tns,0,ns
sta,clock.fmax,207,MHz
layout,top_regs,"addr_out x22",
routing,n_antenna_cell,0,
sta,worst_slew_pin_slew,0.589,ns
run,warning_count,45,
layout,n_fill_cell,344,
layout,lay_top_cells,"clkdlybuf4s50_1 (85), mux2i_1 (36), xor2_1 (30), dfxtp_1 (22), mux4_2 (21)",
die,io_pins,106,
power,power.density,253,nW/um^2
yosys,yosysTopAreaCell,"mux4_2",
layout,layout.cells.non_filler,279,
clocking,htree_num_levels,1,
layout,layout_top_cell,"clkdlybuf4s50_1",
setup_path,cp.required,4.08,ns
global_route,grt_pass1_vias,1497,
setup_path,cp_max_fo,19,
clocking,cts.sinks,22,
yosys,postSynthSeqShare,0.235,
die,fp_util,0.425,
die,die_area,4960,sq um
clocking,root_buffer,"clkbuf_8",
layout,largest_reg_flops,22,
routing,wirelength,4.31,mm
routing,drt_pass1_iterations,3,
placement,hpwlAfterDp,3.52,mm
layout,comb_area,1360,sq um
die,rows,24,
run,max_cap_violations,0,
routing,wl_per_cell,15.5,um
sta,hold_ws,1.50,ns
global_route,overflow,0,
die,core-area,4410,sq um
sta,relSlewSlack,0.607,
global_route,antenna_found_initial,0,
sta,fin_crit,4.82,ns
status,status,"completed",
setup_path,path_class,"input port to output pin",
layout,seqCellArea,440,sq um
sta,slew_viol_final,0,
layout,area_delta_synth_final,52.6,%
yosys,ys_top_cells_by_area,"mux4_2 (25%), dfxtp_1 (23%), mux2i_1 (19%)",
die,dieHeight,70.5,um
placement,io_buffers,86,
sta,setup_violations,0,
clocking,tritoncts,"built",
placement,placed_cells,275,
clocking,cts.clk_slew.worst_paths,0.08,ns
layout,top_register,"addr_out",
yosys,syn_inst,141,
clocking,hold_buffers,0,
placement,gp_congestion,0.855,
sta,period_used_share,0.945,
layout,final_core_util,0.648,
yosys,synth_cell_types,17,
clocking,numCtsBuffers,3,
global_route,grt_pass1_wl,7.25,mm
sta,grt_setup_unrepaired,"false",
hold_path,min_path_type,"input port to register",
yosys,syn_avg_cell_area,13.3,sq um
yosys,ys_ff,22,
routing,ant_nets,0,
yosys,syn-cell-area,1870,sq um
setup_path,worstPathArrival,3.80,ns
global_route,track_usage,0.190,
power,power,0.725,mW
yosys,yosys_area,1870,sq um
setup_path,start_kind,"input port",
yosys,yosysWarningCount,1,
routing,drt_iter0_markers,27,
die,die_width,70.5,um
[worst paths after layout]
| check | start | to | slack [ns] | depth (start not counted) |
|---|---|---|---|---|
| setup / recovery | key[0] | ref_out[4] | 0.28 | 10 |
| hold / removal | key[1] | addr_out[3] | 1.50 | 3 |
[layer usage]
| layer | vias up | track usage | part of all wire |
|---|---|---|---|
| met4 | 0 | 0.0178 | 0.010 |
| met3 | 4 | 0.0292 | 0.069 |
| met2 | 59 | 0.313 | 0.49 |
| li1 | 692 | - | - |
| met1 | 693 | 0.286 | 0.43 |
| met5 | - | 0 | 0 |
[per-stage QoR]
stage / setup slack, ns / cell area, sq um
5_1_grt: 0.0935 / 2860
3_5_place_dp: 0.0818 / 2790
3_3_place_gp: 0.137 / 2790
4_1_cts: 0.0624 / 2860
6_report: 0.278 / 2860
2_1_floorplan: 1.40 / 1870
[cells by family after synthesis]
family / Yosys count / synth area share
muxes: 60 / 0.476
and+or+nand+nor: 3 / 0.0107
DFF: 22 / 0.235
AOI/OAI and AO/OA: 1 / 0.0140
xor gates and xnor gates: 43 / 0.225
buffers and inverters: 12 / 0.0394
[power by group]
| group | total, mW | switching (mW) | internal [mW] | leakage, nW |
|---|---|---|---|---|
| clock | 0.160 | 0.0551 | 0.105 | 0.0357 |
| sequential | 0.206 | 0.00666 | 0.199 | 0.186 |
| combinational | 0.359 | 0.117 | 0.242 | 0.922 |
[cell type report]
type / count / area share
clock buffer: 3 / 0.0144
clock inverter: 1 / 0.0105
multi-input combinational: 107 / 0.476
sequential: 22 / 0.154
tap: 52 / 0.0227
timing repair buffer: 94 / 0.323
[synth_stat cells (all sizes together)]
master / n
mux2i: 39
xor2: 33
dfxtp: 22
mux4: 21
xnor2: 10
buf: 9
clkbuf: 3
and3b: 1
nand2: 1
nor3b: 1
o311ai: 1
[worst max-delay path, cell delays in order]
cell and delay (ns):
clkdlybuf4s50_1 0.55, buf_4 0.33, nor3b_1 0.25, mux2i_1 0.14, o311ai_4 0.10, buf_4 0.31
mux2i_1 0.32, mux2i_1 0.14, xnor2_1 0.15, clkdlybuf4s50_1 0.48
[what timing repair did]
item / in CTS / in global routing
setup endpoints to repair: 0 / 12
buffers inserted: 0 / 0
gates resized: 0 / 1
Power figures rest on the tool's default switching activity, not on a simulated workload.
