### /design/flow/config.mk
export PLATFORM = sky130hd
export DESIGN_NAME = jtsdram_prog
export DESIGN_NICKNAME = jtsdram_prog
export VERILOG_FILES = /design/flow/design.v
export SDC_FILE = /design/flow/constraint.sdc
export NUM_CORES = 4
export LEC_CHECK = 1
export CORE_UTILIZATION = 50
### /design/flow/constraint.sdc
current_design jtsdram_prog

set clk_period 6.8
set clk_io_pct 0.2

create_clock -name clk0 -period $clk_period [get_ports {clk}]

set non_clock_inputs [all_inputs -no_clocks]
set_input_delay [expr $clk_period * $clk_io_pct] -clock clk0 $non_clock_inputs
set_output_delay [expr $clk_period * $clk_io_pct] -clock clk0 [all_outputs]
### /design/flow/design.v
module jtsdram_prog(
    input             rst,
    input             clk,
    input             start,
    input             LVBL,
    output reg        done,
    output reg        dwnld_busy,
    input      [15:0] ba0_data,
    input      [15:0] ba1_data,
    input      [15:0] ba2_data,
    input      [15:0] ba3_data,
    output reg [21:0] prog_addr,
    output     [21:0] next_addr,
    output reg [15:0] prog_data,
    output     [ 1:0] prog_mask,
    output reg [ 1:0] prog_ba,
    output reg        prog_we,
    output            prog_rd,
    input             prog_ack,
    input             prog_rdy,
    output            rfsh
);
reg  [24:0] full_addr;
reg         half, wait_rdy, last_LVBL, rfsh_frame;
wire        addr_done;
assign prog_mask = { half, ~half } | {2{done}};
assign prog_rd = 0;
assign rfsh = rfsh_frame & ~LVBL;
assign next_addr = full_addr[22:1];
assign addr_done = &full_addr;
always @(posedge clk or posedge rst) begin
    if(rst) begin
        done       <= 0;
        dwnld_busy <= 0;
        full_addr  <= 25'd0;
        prog_we    <= 1'd0;
        prog_data  <= 16'd0;
        half       <= 0;
        prog_addr  <= 22'd0;
        prog_ba    <= 2'd0;
        wait_rdy   <= 0;
        rfsh_frame <= 0;
    end else begin
        if( start ) begin
            dwnld_busy <= 1;
            done       <= 0;
            full_addr  <= 25'd0;
            wait_rdy   <= 0;
        end else begin
            last_LVBL <= LVBL;
            if( LVBL && !last_LVBL ) rfsh_frame <= ~rfsh_frame;
            if( !done && !wait_rdy ) begin
                case( full_addr[24:23] )
                    2'd0: prog_data <= ba0_data;
                    2'd1: prog_data <= ba1_data;
                    2'd2: prog_data <= ba2_data;
                    2'd3: prog_data <= ba3_data;
                endcase  
                { prog_ba, prog_addr, half } <= full_addr;
                prog_we   <= 1;
                wait_rdy  <= 1;
                dwnld_busy <= 1;
            end
            if( prog_ack ) begin
                prog_we  <= 0;
            end else
            if( prog_rdy ) begin
                wait_rdy  <= 0;
                full_addr <= full_addr + 1'd1;
                if( addr_done ) begin
                    done       <= 1;
                    dwnld_busy <= 0;
                end
            end
        end
    end
end
endmodule
### /design/flow/run.sh
#!/bin/bash
# OpenROAD 26Q1-2900-gdf79404cd8, Yosys 0.63+post, stock flow scripts
make -C /OpenROAD-flow-scripts/flow DESIGN_CONFIG=/design/flow/config.mk WORK_HOME=/design/flow/orfs finish
==> run_results.csv <==
group,metric,value,unit
clock_network,cts_inserted_buffers,9,
finish,drive_above_1_share,21.2,%
worst_setup_path,cp_max_fo,3,
logic_synthesis,synth.logic.top_family,"multiplexers",
logic_synthesis,ys_warn_count,1,
timing,whs,467,ps
worst_setup_path,crit_path_start,"LVBL",
logic_synthesis,synth.cellmix.simpleShare,10.6,%
logic_synthesis,synth.lib_cells_used.distinct,46,
clock_network,cts_setup_buffers,0,
timing,finalCriticalPeriod,3730,ps
clock_network,cts.sinks,72,
logic_synthesis,netlist_instances,293,
worst_setup_path,cp-start-kind,"input pin",
worst_setup_path,rr_worst_depth,5,
logic_synthesis,synth_area,0.00372,sq mm
finish,design_area,0.00522,sq mm
timing,setup_viol,0,
timing,slew_headroom,31.8,%
route,drc,0,
power,power,1.03,mW
min_path,worst_hold_path.num_cells,1,
timing,worstMarginPinSlew,1020,ps
floorplanning,dieHeight,88.2,um
finish,logic_area,0.00160,sq mm
route,firstDrtPassIters,4,
logic_synthesis,top_area_cell,"dfrtp_1",
min_path,min_from,"rfsh_frame",
logic_synthesis,fa_ha_area_share,0.337,%
clock_network,clk_pin_slew,70,ps
clock_network,post_cts_resized,0,
floorplanning,core,0.00721,sq mm
floorplanning,chipArea,0.00778,sq mm
clock_network,insertion_delay,340,ps
route,antenna_left,0,
logic_synthesis,ys_area,0.00372,sq mm
global_route,grt_pass1_vias,2634,
route,vias,2685,
logic_synthesis,top_cells_by_area,"dfrtp_1 48%, mux2_2 12%, mux4_2 9.7%",
clock_network,cts_tree,"done",
timing,tns,0,ps
power,peakVddDrop,0.149,mV
place,dp_hpwl,5.77,mm
logic_synthesis,ys.flops,72,
logic_synthesis,synthAoiAreaFrac,7.17,%
timing,fin_ws,3070,ps
finish,final_util,72.4,%
route,diodes,0,
floorplanning,num_io_pins,139,
place,place_inst,493,
power,leakagePower,2.13,nW
place,gp_congestion,0.795,
global_route,gr-total-overflow,0,
run,warnings,26,
clock_network,max-clock-path-buffers,2,
logic_synthesis,ys_sh_xor,2.36,%
power,pwr_density_cell,198,mW/mm^2
worst_setup_path,rrSetupSlack,4690,ps
run,drv_cap,0,
worst_setup_path,r2r_end,"full_addr[18]",
clock_network,clock-root-buffer,"clkbuf_8",
global_route,antenna_found_initial,0,
place,place_area,0.00495,sq mm
timing,finalCritPeriodShare,54.8,%
outcome,status,"complete, no violations",
min_path,whs_endpoint,"rfsh_frame",
timing,slew_viol_final,0,
timing,rsz0062_at_grt,"no",
finish,final_cell_count_no_fill,509,
floorplanning,rows,31,
route,drtIter0Drc,63,
floorplanning,fp_util,51.5,%
logic_synthesis,syn_avg_cell_area,12.7,sq um
logic_synthesis,mux_area_share,22.4,%
worst_setup_path,setup.worst_path.end_class,"primary output",
finish,seq_area,0.00181,sq mm
route,wl_per_cell,16.0,um
worst_setup_path,r2r_start,"full_addr[1]",
worst_setup_path,worstPathArrival,2370,ps
worst_setup_path,path_class,"input pin to primary output",
global_route,grt_pass1_wl,12.8,mm
timing,fmaxAchievable,0.268,GHz
logic_synthesis,ys_seq_share,48.6,%
place,port_buffers,137,
min_path,hp-class,"flop to flop",
global_route,grt_max_degree,44,
logic_synthesis,ys_cells,293,
clock_network,htreeDepth,3,
worst_setup_path,cp_data_required_time,5440,ps
timing,hold_viol,0,
floorplanning,fp.dieW,88.2,um
finish,fillers,529,
route,avgViaCountPerCell,5.28,
logic_synthesis,top_area_share,47.8,%
global_route,grtUsageTotal,22.2,%
route,finalWirelength,8.13,mm
finish,syn_to_final_growth,40.5,%
clock_network,cts_hold_buf,0,
timing,fin_skew,7.91,ps
place,place_ws,2930,ps
placed cells by master (no fill, tap or decap), drive strengths merged, types with 5 or more instances in the layout:
master / count
mux2: 41
o21ai: 8
xor2: 8
a21oi: 14
clkbuf: 11
o31ai: 6
buf: 5
clkdlybuf4s50: 137
nand2: 10
nor2: 15
or4: 7
or3: 6
nand4: 6
dfrtp: 71
mux4: 16
and4: 5
synth_stat cells, drive strengths merged:
library cell  instances
dfrtp                71
mux2                 41
buf                  32
mux4                 16
nor2                 15
a21oi                14
nand2                10
clkbuf                9
o21ai                 8
xor2                  8
or4                   7
nand4                 6
o31ai                 6
or3                   6
and4                  5
and3                  4
nand3                 4
o2111ai               4
inv                   3
and2                  2
nor2b                 2
nor3                  2
nor4                  2
o211ai                2
o21a                  2
o31a                  2
xnor2                 2
a21o                  1
conb                  1
edfxtp                1
ha                    1
mux2i                 1
o211a                 1
o21bai                1
or2                   1
sequential cells by signal, summed over array words and instances, names as in the netlist:
signal / count
full_addr: 25
prog_addr: 22
prog_data: 16
prog_ba: 2
done: 1
dwnld_busy: 1
half: 1
last_LVBL: 1
prog_we: 1
rfsh_frame: 1
wait_rdy: 1
worst max path at each step:
stage,endpoint,slack [ps],cells after the start
5_1_grt,rfsh,2980,3
6_report,rfsh,3070,3
4_1_cts,rfsh,3060,3
cell families (layout without fill, tap and decap cells):
| kind of cell | Yosys count | after routing |
|---|---|---|
| buffers and inverters | 44 | 161 |
| other | 1 | 1 |
| adder cells (fa/ha/maj) | 1 | 1 |
| AND/OR/NAND/NOR | 66 | 66 |
| flip-flops | 72 | 72 |
| multiplexers | 58 | 58 |
| AND-OR/OR-AND | 41 | 41 |
| XOR/XNOR | 10 | 10 |
where the power goes:
part	total (mW)	switching (mW)	internal (mW)
sequential	0.461	0.0112	0.450
clock	0.442	0.151	0.291
combinational	0.131	0.0362	0.0947
critical path, stage by stage:
cell,delay (ps)
clkdlybuf4s50_1,430
nor2b_1,120
clkdlybuf4s50_1,460
cell type report:
class                      count  share of cell area (%)
tap                           99                    2.37
multi-input combinational    177                    30.7
clock buffer                  11                    2.71
timing repair buffer         142                    27.0
clock inverter                 5                    2.44
sequential                    72                    34.6
inverter                       3                   0.240
per-layer routing:
metal	GRT usage, %	part of all wire [%]	vias up
met1	35.1	44	1288
met4	2.93	1.3	0
met2	34.9	46	101
met5	0	0	-
li1	-	-	1286
met3	4.64	9.0	10
Power is estimated from default activity; no workload was simulated.
